===== design.v =====
`default_nettype none
`timescale 1ns/1ps
module spdif_transmit #(
    parameter [6:0] category_code = 7'b0110000,
    parameter [0:0] copy_bit = 1,
    parameter [0:0] L_bit = 0,
    parameter [3:0] sample_freq = 0
)(
    input wire i_clk,
    input wire i_en_2x,
    input wire [23:0] i_ldata,
    input wire [23:0] i_rdata,
    input wire i_drdy,
    output reg o_dreq = 0,
    output wire o_spdif
);
localparam [31:0] channelstatus_init = {
    1'b0,  
    1'b0,  
    copy_bit,
    3'b000,  
    2'b00,  
    category_code,
    L_bit,
    4'b0000,  
    4'b0000,  
    sample_freq,
    2'b00,  
    2'b00
};
localparam [1:0]
    SELECT_X = 0,
    SELECT_Y = 1,
    SELECT_Z = 2;
localparam [1:0]
    PREAMBLE_X = 8'b11100010,
    PREAMBLE_Y = 8'b11100100,
    PREAMBLE_Z = 8'b11101000;
reg [31:0] channelstatus = 0;
reg [7:0] frame_counter = 0;
reg [4:0] subframe_counter = 0;
reg [23:0] ldata_buff = 0;
reg [23:0] rdata_buff = 0;
wire [23:0] output_sample;
reg [7:0] spdif_out = 0;
reg parity = 0;
reg bit_ready = 0;
reg output_bit = 0;
reg preamble_load = 0;
reg [1:0] preamble_select = PREAMBLE_Z;
reg toggle = 0;
reg clear_parity = 0;
assign o_spdif = spdif_out[7];
always @(posedge i_clk) if (i_en_2x) begin
    spdif_out <= {spdif_out[6:0], 1'b0};
    if (clear_parity) 
        parity <= 0;
    if (bit_ready) begin
        parity <= parity ^ output_bit;
        spdif_out[7] <= ~spdif_out[7];
        spdif_out[6] <= output_bit ^ ~spdif_out[7];
    end
    if(preamble_load) begin 
        case(preamble_select)
            SELECT_X: spdif_out <= spdif_out[7] ? ~PREAMBLE_X : PREAMBLE_X;
            SELECT_Y: spdif_out <= spdif_out[7] ? ~PREAMBLE_Y : PREAMBLE_Y;
            default:  spdif_out <= spdif_out[7] ? ~PREAMBLE_Z : PREAMBLE_Z;
        endcase
    end
end
assign output_sample = frame_counter[0] ? ldata_buff : rdata_buff;
always @(posedge i_clk) begin
    o_dreq <= 0;
    clear_parity <= 0;
    if(i_drdy) begin
        ldata_buff <= i_ldata;
        rdata_buff <= i_rdata;
    end
    if (i_en_2x) begin
        toggle <= ~toggle;
        preamble_load <= 0;
        bit_ready <= 0;
    end
    if (i_en_2x && toggle) begin
        subframe_counter <= subframe_counter + 1'b1;
        bit_ready <= (subframe_counter >= 4);
        case(subframe_counter)
            0: begin
                preamble_load <= 1;
                o_dreq <= 1;
                if (frame_counter == 0)
                    preamble_select <= SELECT_Z;
                else if (frame_counter[0]) begin
                    preamble_select <= SELECT_Y;
                    o_dreq <= 0;
                end
                else
                    preamble_select <= SELECT_X;
                end
            3: clear_parity <= 1;
            28: output_bit <= 1;
            29: output_bit <= 0;
            30: begin
                    output_bit <= channelstatus[31];
                    channelstatus <= {channelstatus[30:0], 1'b0};
                    frame_counter <= frame_counter + 1'b1;
                    if (frame_counter == 191) begin
                        channelstatus <= channelstatus_init;
                        frame_counter <= 0;
                    end
                end
            31: output_bit <= parity;
       default: output_bit <= output_sample[subframe_counter - 4];
       endcase
    end
end
endmodule
`default_nettype wire

===== run.sh =====
#!/bin/bash
# OpenROAD 26Q1-2900-gdf79404cd8, Yosys 0.63+post, stock flow scripts
make -C /OpenROAD-flow-scripts/flow DESIGN_CONFIG=/design/flow/config.mk WORK_HOME=/design/flow/orfs finish

===== constraint.sdc =====
current_design spdif_transmit

set clk_period 3.2
set clk_io_pct 0.2

create_clock -name clk0 -period $clk_period [get_ports {i_clk}]

set non_clock_inputs [all_inputs -no_clocks]
set_input_delay [expr $clk_period * $clk_io_pct] -clock clk0 $non_clock_inputs
set_output_delay [expr $clk_period * $clk_io_pct] -clock clk0 [all_outputs]

===== config.mk =====
export PLATFORM = sky130hd
export DESIGN_NAME = spdif_transmit
export DESIGN_NICKNAME = spdif_transmit
export VERILOG_FILES = /design/flow/design.v
export SDC_FILE = /design/flow/constraint.sdc
export NUM_CORES = 4
export LEC_CHECK = 1
export CORE_UTILIZATION = 40

==> results.txt <==
From the run reports.

- The final cell area excluding filler cells is 0.00460 mm².
- Per the run summary, max-cap violations total 0.
- The first-pass GRT wire length reads 10000 µm.
- The number of buffers inserted during clock tree synthesis reads 9.
- The setup total negative slack reads 0 ps.
- The fraction of final layout cells sized beyond drive strength 1 is 9.67%.
- The number of buffers between clock root and the deepest sink reads 2.
- The critical path goes through inv_1 -> ha_1 -> or3_1 -> a31oi_1 -> nand3b_1 -> o221ai_1 -> a41o_1.
- The hold-fix buffer count after cts reads 0.
- The number of buffers added for setup after CTS reads 0.
- The normalized max-slew margin reads 46.1%.
- The average detailed-routed wire length per instance reads 14.3 µm.
- The area overhead of the layout relative to synthesis is 22.2%.
- The detailed-route vias per instance is 4.94.
- For this design the total switching power over the nets is 478 µW.
- After technology mapping, the gate count stands at 234.
- The clock tree from TritonCTS reads yes.
- The H-tree generated during clock tree synthesis spans 3 levels.
- The via count of the first global-routing pass is 2033.
- Detailed placement reports a standard cell area of 0.00442 mm².
- Looking at the cell usage after synthesis, the top flip-flop cell is sky130_fd_sc_hd__edfxtp_1.
- Setup repair after global routing left no endpoint under its margin.
- Dividing the final minimum period by the clock period gives 75.8%.
- Looking at the worst setup and hold paths, the clock pins of their registers show a slew of 90 ps.
- The clock latency reported for the late side of the worst-skew pair reads between 300 and 400 ps.
- The proportion of register bits with asynchronous set or reset after synthesis reads 0%.
- The root buffer cell reads sky130_fd_sc_hd__clkbuf_8.
- After layout, the minimum clock period comes to approximately 2400 ps.
- The post-CTS resize count reads 0.
- The post-detailed-placement half-perimeter wirelength is 4190 µm.
- The number of antenna violations at the first check in global routing came to 0.
- The final count of negative-setup-slack endpoints is 0.
- The critical path endpoint has a required time of 3430 ps.
- The largest vdd supply drop reads 0.000233 V.
- Port buffering added 52 buffers.
- Counting pins that exceed their max-slew limit in the final report gives 0.
- The DRC violation count after routing is 0.
- In this run the horizontal extent of the chip is a little under 100 µm.
- The category of the critical setup timing path is reg2reg.
- The aggregate global routing overflow is 0.
- The switching portion of total power reads 21.6%.
- The cell type of the slowest stage on the worst timing path reads sky130_fd_sc_hd__edfxtp_1.
- The maximum clock rate reads 412 MHz.
- The flow ran to the end, and the final reports show no timing, DRC or antenna violations.
- The clock share of power is 31.2%.
- After synthesis, the cell types taking the most area are sky130_fd_sc_hd__edfxtp_1 (69%), sky130_fd_sc_hd__mux4_1 (4.2%), sky130_fd_sc_hd__ha_1 (4.0%), sky130_fd_sc_hd__mux4_2 (2.4%), sky130_fd_sc_hd__and2_1 (2.2%).
- The first TritonRoute pass finished after 4 iterations.
- According to the I/O placement log, the pin count is 53.
- The final tally of hold violations is 0.
- The number of cell rows is 35.
- The flip-flop and latch count after synthesis reads 89.
- The logic gate share of total power reads 7.0%.
- The largest net degree at the start of global routing is 33.
- The top fanout value on the critical path is 18.
- The library cell occupying the most area in the post-synthesis netlist reads sky130_fd_sc_hd__edfxtp_1.
- The initial utilization of the core area, before any placement, comes to 40.9%.
- The chip area in the Yosys report is 0.00376 mm².
- The slew at the pin closest to its max-slew limit reads 808 ps.
- After the first detailed-routing iteration, the DRC count stood at 67.
- In the post-route report, total wirelength is listed as between 5000 and 6000 µm.
- The critical path startpoint category is a flop.
- The delay of the slowest cell on the worst path is 890 ps.
- The arrival time at the worst endpoint reads 2650 ps.
- The total routing resource utilization after global routing is 14.1%.
- The number of nets with antenna violations after detailed routing is 0.
- The total die size is just under 0.01 mm².
- STA classifies the critical path endpoint as a flop.
- The warning tally printed by Yosys for this design is 1.
- The part of the Yosys area used for sequential elements reads 70.2%.
- The leakage power summed over all cells is 1.68 nW.
- The synthesized netlist was found by Yosys to have between 200 and 250 cells.
- The area share of the largest cell type after synthesis reads 68.6%.
- The mean instance size in the synthesized netlist is approximately 16 µm².
- In this run, synthesis inferred 86 flip-flops with an integrated enable.
- The cell internal power dissipation reads between 1.5 and 2 mW.
- From bottom edge to top edge, the die measures roughly 100 µm.
- The total power per unit cell area is 482 mW/mm².
- The area of the core region reads between 0.009 and 0.01 mm².
- The total via count after detailed routing is 2032.
- After synthesis the cells add up to 0.00376 mm².
- The number of OpenROAD warnings is 32.
- Per the gpl log, the routability congestion estimate is 0.790.
- Counting every sink on the clock net gives 89.
- The clock arrives with 7.65 ps of skew.
- The count of cell types in the netlist reads 37.
- Measured on the finished design, the core utilization comes to 50.0%.
- The class of the tightest hold or removal check reads reg2reg.
- The antenna diode count reads 0.
- Of the total power, registers draw 61.8%.
final timing paths:
path | start | to | slack [ps] | cells past startpoint
setup / recovery | subframe_counter[0]$_DFFE_PP_ | output_bit$_DFFE_PP_ | 770 | 7
hold / removal | channelstatus[28]$_SDFFCE_PN0P_ | channelstatus[29]$_SDFFCE_PN1P_ | 520 | 1
setup reg to reg | subframe_counter[0]$_DFFE_PP_ | output_bit$_DFFE_PP_ | 770 | 7
hold reg to reg | channelstatus[28]$_SDFFCE_PN0P_ | channelstatus[29]$_SDFFCE_PN1P_ | 520 | 1
worst max-delay path, delay by kind of cell (launching register included):
family | cells | cell delay (ps)
simple gates | 2 | 460
buf+inv | 1 | 180
fa+ha+maj | 1 | 280
flops | 1 | 890
compound gates | 3 | 500
synth_stat cells, drive strengths merged (4+ instances only):
master / number
nor2: 14
ha: 12
a21oi: 7
xnor2: 4
mux2i: 6
a21o: 4
xor2: 4
mux2: 4
mux4: 10
edfxtp: 86
nand3: 7
inv: 14
nand2: 11
clkbuf: 4
and2: 13
o21ai: 5
state kept, by name, summed over array words and instances (netlist names):
| register | cells |
|---|---|
| bit_ready | 1 |
| parity | 1 |
| frame_counter | 8 |
| rdata_buff | 24 |
| toggle | 1 |
| preamble_load | 1 |
| preamble_select | 2 |
| ldata_buff | 24 |
| channelstatus | 11 |
| subframe_counter | 5 |
| spdif_out | 8 |
| o_dreq | 1 |
| clear_parity | 1 |
| output_bit | 1 |
cells by family after synthesis:
kind of cell | after synthesis | synth area share, %
buffers and inverters | 22 | 2.46
xor gates and xnor gates | 8 | 1.86
muxes | 20 | 9.37
and+or+nand+nor | 56 | 7.54
DFF | 89 | 70.2
adders and majority gates | 12 | 3.99
AOI/OAI and AO/OA | 27 | 4.59
metal layers:
metal	share of wire [%]	routed length [µm]	GRT usage (%)
met4	1.1	62	2.18
met2	47	2790	20.5
met1	47	2770	24.9
met3	4.7	278	2.96
met5	0	0	0
cell usage in the layout, fill, tap and decap left out, types with 5 or more instances in the layout:
cell	instances
sky130_fd_sc_hd__clkbuf_8	9
sky130_fd_sc_hd__buf_4	5
sky130_fd_sc_hd__nand3_1	7
sky130_fd_sc_hd__o21ai_0	5
sky130_fd_sc_hd__ha_1	12
sky130_fd_sc_hd__and2_1	13
sky130_fd_sc_hd__inv_1	14
sky130_fd_sc_hd__a21oi_1	7
sky130_fd_sc_hd__clkdlybuf4s50_1	51
sky130_fd_sc_hd__nor2_1	14
sky130_fd_sc_hd__mux2i_1	6
sky130_fd_sc_hd__mux4_1	6
sky130_fd_sc_hd__nand2_1	11
sky130_fd_sc_hd__edfxtp_1	86
layout make-up:
class	instances	area [µm²]
flip-flops and latches	89	2640
multi-input cells	123	1030
clock buffers	10	128
fillers	765	4600
clock inverters	6	51.3
inverters	15	56.3
well taps	111	139
repair buffers	57	553
through the flow:
stage	hold WS (ps)	power [mW]	setup slack, ps	instances
floorplan	477	1.45	880	234
global placement	481	1.55	776	395
detailed placement	494	1.55	748	395
CTS	522	2.25	727	411
global route	536	2.32	502	411
finish	518	2.22	775	411
power by group through the flow:
stage,Sequential [mW],Combinational (mW),Clock (mW)
6_report,1.37,0.156,0.691
5_1_grt,1.38,0.171,0.769
4_1_cts,1.37,0.158,0.718
Power and IR drop assume default switching activity.
